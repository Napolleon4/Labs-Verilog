===== design/flow/run.sh =====
#!/bin/bash
# OpenROAD 26Q1-2900-gdf79404cd8, Yosys 0.63+post, stock flow scripts
make -C /OpenROAD-flow-scripts/flow DESIGN_CONFIG=/design/flow/config.mk WORK_HOME=/design/flow/orfs finish

===== design/flow/config.mk =====
export PLATFORM = sky130hd
export DESIGN_NAME = Lab_4
export DESIGN_NICKNAME = Lab_4
export VERILOG_FILES = /design/flow/design.v
export SDC_FILE = /design/flow/constraint.sdc
export NUM_CORES = 4
export LEC_CHECK = 1
export CORE_AREA = 10 10 93 93
export DIE_AREA = 0 0 103 103

===== design/flow/constraint.sdc =====
current_design Lab_4

set clk_period 1.5
set clk_io_pct 0.2

create_clock -name clk0 -period $clk_period [get_ports {Clk}]

set non_clock_inputs [all_inputs -no_clocks]
set_input_delay [expr $clk_period * $clk_io_pct] -clock clk0 $non_clock_inputs
set_output_delay [expr $clk_period * $clk_io_pct] -clock clk0 [all_outputs]

===== design/flow/design.v =====
module Lab_4 (Clk, Send, PDin, PDout, PDready, SDout, SClk );
	input Clk, Send;
	input [7:0]PDin;
	output [7:0]PDout;
	output PDready;
	output SDout;
	output SClk;
	wire Clk2;
	wire SData ; 
	assign  SDout = SData ; 
	assign SClk = Clk2;
Transmitter TM (.clk(Clk),.Send(Send),.PDin(PDin[7:0]),.SCout(Clk2),.SDout(SData));
Receiver    RC (.SCin(Clk2), .SDin(SData),   .PDout(PDout[7:0]), .PDready(PDready) );
endmodule
module Transmitter(clk,Send,PDin,SCout,SDout);
input clk,Send;
input [7:0]PDin ;
output SCout,SDout;
reg [8:0]SR ; 
reg storaged_Send ; 
wire Enable ; 
always @(posedge clk) begin 
 storaged_Send <= Send ;
 end 
 assign Enable = Send && ~storaged_Send;
always @(posedge clk ) begin 
  if(Enable) begin 
   SR[7:0]<=PDin[7:0];
   SR[8] <= 1'b1 ; 
   end 
  else begin 
   SR[8:1]<=SR[7:0];
   SR[0] <= 1'b0 ; 
   end
end 
assign  SDout = SR[8] ; 
assign SCout = clk ; 
endmodule 
module Receiver(
  input wire SCin,
  input wire SDin,
  output wire [7:0] PDout,
  output wire PDready
);
  reg [7:0] PDout_reg;
  reg PDready_reg;
  reg [2:0] state;
  always @(posedge SCin) begin
    case (state)
      0: begin  
        if (SDin == 1'b0) begin
          state <= 1; 
         PDout_reg <= 8'b0;
        end
      end
      1: begin  
        if (SDin == 1'b1) begin
           PDout_reg <= {PDout_reg[6:0], SDin};  
          state <= 2;  
        end else begin
          state <= 0;  
        end
      end
      2: begin        state <= 0;
        PDready_reg <= 1'b1;  
      end
    endcase
  end
  assign PDout = PDout_reg;
  assign PDready = PDready_reg;
endmodule

==> results.txt <==
Here are the numbers from the latest Yosys + OpenROAD run.

The OpenROAD warning count is 26. Summed over all instances, the cell type with the most area after synthesis is sky130_fd_sc_hd__dfxtp_1. The chip area line of the yosys report is 748 um^2. The global-route wire length before repair came out at 2.09 mm. Per the synth log, the flip-flop and latch total comes to 21. The insertion delay of the later-clocked pin in the worst-skew pair came out at 360 ps. The run finished with clean final reports.

The summed area of non-filler cells in the final layout came out at 0.00115 mm^2. The layout report lists the combined flip-flop and latch area as 502 um^2. The die outline width came out at 103 um. The sum of negative setup slack came out at 0 ps. STA classifies the critical path startpoint as a clock port. By area the synthesized netlist is led by sky130_fd_sc_hd__dfxtp_1 (35%), sky130_fd_sc_hd__edfxtp_1 (32%), sky130_fd_sc_hd__mux2_4 (14%). The I/O pin count came out at 21. Per the Yosys statistics, synthesis produced 49 cells.

The critical setup path kind is clock port to output port. The OpenROAD report gives the critical path a data arrival time of 1150 ps. TritonCTS built the clock tree. The number of global-route vias before repair is 444. The global routing usage summed across all routing layers is 0.0257. Per the detail_route report, vias per standard cell equal 2.69.

The part of the Yosys area used for sequential elements came out at 0.669. Per the gpl log, the routability congestion estimate is 0.710. After synthesis the cells add up to 748 um^2. The hold buffer count at cts came out at 0. The row count is 30.

The number of vias in the routed layout came out at 420. The largest stage delay on the critical path is 170 ps. The maximum number of pins on one net before global-route repair came out at 12. Before antenna repair, the detailed router went through 3 iterations. Looking at the critical path, the highest net fanout was 2.

Counting stages on the worst path, the most repeated cell is sky130_fd_sc_hd__clkbuf_8. The ratio of total power to cell area is 1400 mW/mm^2. Looking at the critical path, the single cell with the biggest stage delay is sky130_fd_sc_hd__clkdlybuf4s15_1. The clock transition at the registers of the reported paths came out at 70 ps.

The share of the synthesized area in the top cell type came out at 0.348. The total detailed-routing wirelength is 1.30 mm. The area added between synthesis and finish came out at 53.2%.

The routed design shows a wire length per standard cell of 8.30 um. The total die area is 0.0106 mm^2. Between clock sinks in the finished design, the worst skew comes to 2.43 ps. The diode insertion count for antenna repair came out at 0. The nature of the critical path endpoint is an output port. The post-layout worst setup margin is 52.3 ps. The ratio of cells with drive above 1 in the final layout is 0.263. The area of the multi-input gates is 218 um^2. The leakage power is 0.000518 uW.

The post-synthesis cell type count came out at 14. The worst hold-check slack came out at 407 ps. The core footprint is 0.00676 mm^2. The total setup violations reported at the end of the flow came out at 0. The global route total overflow came out at 0.

The number of antenna violations at the first check in global routing came out at 0. The synthesis log from Yosys contains 2 warnings. The final number of max-transition violations came out at 0. The synthesized instance count came out at 49. The count of final hold-check violations came out at 0.

The script parses the final routing iteration and logs DRC violations as 0. The required time at the endpoint of the critical path came out at 1200 ps. The initial DRC count is 11. The pre-placement core utilization is 0.111. The kind of cell adding the most delay to the critical path is buffers and inverters. For reference, the critical path cell chain is clkbuf_8 > clkbuf_8 > clkdlybuf4s15_1.

Once detailed placement completed, the half-perimeter wirelength came to 955 um. The number of cells in the finished layout apart from fillers is 156. The count of nets left with antenna violations after detail routing came out at 0. The buffers plus inverters on the worst setup path came out at 3.

The number of maximum-capacitance constraint violations came out at 0. In this run the worst hold path is classified as flop to flop. Setup repair after global routing left no endpoint under its margin. The worst supply voltage drop on vdd is 493 uV. The number of buffers inserted by port buffering is 19. The post-placement worst setup slack came out at 82.6 ps. The synthesized area per cell came out at 15.3 um^2.

The total instance count after detailed placement came out at 145. In the final layout, the fill cell count is 742. The register with the most flip-flops in the layout has 9 of them. The placed instances occupy a cell area of 0.00101 mm^2. The height of the die came out at 103 um.
==> final timing paths <==
path / end / slack, ps / cells past startpoint / from
worst max-delay path: SClk / 50 / 3 / Clk
worst min register to register: TM.SR[8]$_SDFF_PN1_ / 410 / 1 / TM.SR[7]$_DFF_P_
worst min-delay path: TM.SR[8]$_SDFF_PN1_ / 410 / 1 / TM.SR[7]$_DFF_P_
worst max register to register: RC.PDout_reg[7]$_SDFFCE_PN0P_ / 290 / 2 / RC.state[2]$_DFF_P_
==> final cells by class <==
type | instances | area share
Clock buffer | 8 | 0.0841
Timing Repair Buffer | 22 | 0.198
Sequential cell | 21 | 0.438
Tap cell | 80 | 0.0873
Multi-Input combinational cell | 24 | 0.190
Inverter | 1 | 0.00328
==> per-layer routing <==
metal	track usage	routed length (um)
met3	0.0244	187
met4	0.0118	27
met5	0	0
met1	0.0336	664
met2	0.0263	416
==> layout by cell type (no fill, tap or decap) <==
master                             n
sky130_fd_sc_hd__clkdlybuf4s50_1  10
sky130_fd_sc_hd__mux2_2            1
sky130_fd_sc_hd__dlymetal6s2s_1    7
sky130_fd_sc_hd__dlygate4sd2_1     1
sky130_fd_sc_hd__and2_1            8
sky130_fd_sc_hd__nand2b_4          1
sky130_fd_sc_hd__nor2_1            2
sky130_fd_sc_hd__dfxtp_2           1
sky130_fd_sc_hd__edfxtp_1          8
sky130_fd_sc_hd__buf_4             4
sky130_fd_sc_hd__mux2_4            7
sky130_fd_sc_hd__inv_1             1
sky130_fd_sc_hd__conb_1            1
sky130_fd_sc_hd__clkbuf_1          1
sky130_fd_sc_hd__clkdlybuf4s15_1   1
sky130_fd_sc_hd__nor2b_1           2
sky130_fd_sc_hd__nand2b_1          1
sky130_fd_sc_hd__clkbuf_8          6
sky130_fd_sc_hd__o21bai_1          1
sky130_fd_sc_hd__dfxtp_1          12
==> power breakdown <==
part	internal (uW)	switching, uW	total, uW
Clock	390	208	598
Sequential	711	48.5	760
Combinational	175	67.0	242
Total	1280	323	1600
==> kinds of logic (layout without fill, tap and decap cells) <==
family / count (synthesis) / after routing / synth area share
DFF: 21 / 21 / 0.669
buffers and inverters: 4 / 31 / 0.0401
muxes: 8 / 8 / 0.156
and+or+nand+nor: 14 / 14 / 0.120
AOI/OAI and AO/OA: 1 / 1 / 0.0100
other: 1 / 1 / 0.00501
==> timing repair <==
action,in CTS,in global routing
resized,4,7
endpoints found under the setup margin,3,7
buffers inserted,1,3
==> cell usage after synthesis <==
| library cell | instances |
|---|---|
| sky130_fd_sc_hd__nor2_1 | 2 |
| sky130_fd_sc_hd__mux2_4 | 7 |
| sky130_fd_sc_hd__dfxtp_1 | 13 |
| sky130_fd_sc_hd__buf_6 | 1 |
| sky130_fd_sc_hd__conb_1 | 1 |
| sky130_fd_sc_hd__nand2b_1 | 1 |
| sky130_fd_sc_hd__edfxtp_1 | 8 |
| sky130_fd_sc_hd__nand2b_4 | 1 |
| sky130_fd_sc_hd__buf_4 | 2 |
| sky130_fd_sc_hd__mux2_2 | 1 |
| sky130_fd_sc_hd__nor2b_1 | 2 |
| sky130_fd_sc_hd__and2_1 | 8 |
| sky130_fd_sc_hd__inv_1 | 1 |
| sky130_fd_sc_hd__o21bai_1 | 1 |
==> per-stage QoR <==
stage	utilization	total power, uW
final	0.170	1600
after global routing	0.170	1700
after CTS	0.164	1620
after detailed placement	0.150	1050
after global placement	0.150	1050
after floorplan	-	889
Power and IR drop assume default switching activity.
