$ cat flow/config.mk
export PLATFORM = sky130hd
export DESIGN_NAME = Lab_2
export DESIGN_NICKNAME = Lab_2
export VERILOG_FILES = /design/flow/design.v
export SDC_FILE = /design/flow/constraint.sdc
export NUM_CORES = 4
export LEC_CHECK = 1
export CORE_AREA = 10 10 70 70
export DIE_AREA = 0 0 80 80
$ cat flow/constraint.sdc
current_design Lab_2

set clk_period 2.2
set clk_io_pct 0.2

create_clock -name clk0 -period $clk_period [get_ports {Clock}]

set non_clock_inputs [all_inputs -no_clocks]
set_input_delay [expr $clk_period * $clk_io_pct] -clock clk0 $non_clock_inputs
set_output_delay [expr $clk_period * $clk_io_pct] -clock clk0 [all_outputs]
$ cat flow/design.v
module Lab_2(
    input nReset,
    input Clock,
    input Enable,
    output [3:0] Co1,
    output [3:0] Co10,
    output [3:0] Co100
);
wire [1:0] next;
Counter Counter1(
    .nRst(nReset),
    .clk(Clock),
    .CntEn(Enable),
    .Cout(Co1),
    .NextEn(next[0])
);
Counter Counter2(
    .nRst(nReset),
    .clk(Clock),
    .CntEn(next[0]),
    .Cout(Co10),
    .NextEn(next[1])
);
Counter Counter3(
    .nRst(nReset),
    .clk(Clock),
    .CntEn(next[1]),
    .Cout(Co100),
    .NextEn()
);
endmodule
module Counter(input nRst,
input clk,  
input CntEn,
output reg [3:0] Cout,
output   NextEn
); 
always @(posedge clk , negedge nRst)
begin 
  if(!nRst) 
    begin 
    Cout<= 0 ;  
    end 
     else 
   begin 
       if (CntEn)
        begin 
        if(Cout == 4'd9)
        begin 
          Cout<=0;
        end 
         else
           begin
          Cout<= Cout+1;
           end 
       end     
   end         
end 
   assign NextEn = (Cout==4'd9) ? 1 : 0 ;    
endmodule 
$ cat flow/run.sh
#!/bin/bash
# OpenROAD 26Q1-2900-gdf79404cd8, Yosys 0.63+post, stock flow scripts
make -C /OpenROAD-flow-scripts/flow DESIGN_CONFIG=/design/flow/config.mk WORK_HOME=/design/flow/orfs finish
==> run summary <==
The full implementation flow was run.

The flow ran to the end, and the final reports show no timing, DRC or antenna violations. The net switching power in the latest report is 0.000252 W. The count of antenna-violating nets left after detailed routing stands at 0. The required time at the worst-slack endpoint stands at roughly 1.8 ns.

The number of iterations in the first detailed-routing pass stands at 2. The internal power of the cells totals about 0.00059 W. For reference, the most critical setup path is categorized as reg2out. Combinational cells account for about a third of the total power. The worst-case max-slew headroom was logged as 65.2%. The script extracted a total leakage power of between 0.3 and 0.4 nW. For this design, the CTS-stage hold fixing added 0 buffers. The fraction of power spent switching nets stands at between 20% and 30%. The fraction of final layout cells with drive strength greater than 1 stands at a little over an eighth. The TritonCTS sink count stands at 12. The overall overflow remaining after global route stands at 0.

The via count of the first global-routing pass stands at 412. The average wire length per cell after detail routing stands at 10.1 um. Along the critical path, the tally of buffer and inverter instances is 1. The area share of the largest cell type after synthesis stands at about half.

STA classifies the critical path startpoint as a flop. Traced cell by cell, the critical path runs through clkdlybuf4s50_1. Max-slew check failures listed in the final report amount to 0.

The top cell types in the final layout, fill and taps aside, are clkdlybuf4s50_1, dfrtp_1, nand3_1, nor2b_1. The via-per-instance ratio stands at roughly 3.8. The worst setup path is captured at an output port. On the final layout, the worst clock skew is approximately 0.0021 ns. The DRC violation count after routing stands at 0. Counting only logic cells after layout, the most numerous master is clkdlybuf4s50_1. The top-level I/O count stands at 15. The root buffer cell chosen for the clock tree is clkbuf_4. Looking at the VDD voltage map, the peak drop is ~0.00022 V. Endpoints failing hold in the final report were tallied at 0. The final design utilization stands at between 20% and 30%. The core region area stands at 0.00342 mm^2. The share of the clock period used by the worst path stands at between 70% and 80%. The share of synthesized area occupied by flip-flops and latches stands at ~52%. The deepest level of the CTS H-tree stands at 1. Setup repair after global routing left no endpoint under its margin. TritonCTS built the clock tree. Of all nets on the critical path, the largest fanout is 8. In this run the vertical extent of the chip is about 80 um. In this run, CTS created clock tree buffers numbering 3.

The arrival time reported for the critical path endpoint stands at between 1 and 1.5 ns. The max-capacitance violation count stands at 0. The logs give a warning total of 25.

The largest single stage delay on the critical path is between 0.5 and 0.6 ns. The clock passes through at most 2 buffers. The clock transition at the registers of the reported paths stands at 0.07 ns. The via total after detailed routing stands at 434. The floorplan step records an initial core utilization of 16.9%. The number of antenna violations at the first check in global routing stands at 0.

By area the synthesized netlist is led by dfrtp_1, xnor2_1, xor2_1. Dividing total power by cell area gives a power density of roughly 1000 mW/mm^2. The tally of yosys warning messages stands at 1. The final report lists the setup-violating endpoint count as 0. The clock latency on the worst-skew pair stands at around 0.26 ns. The cell family contributing the most delay on the critical path is buffers and inverters.

At the pin with the least slew margin, the transition time is 0.521 ns. The setup TNS after final layout stands at 0 ns. Entering global routing, the biggest net connects 13 pins. The chip area line of the yosys report stands at a little under 600 um^2. The count of port buffers added during placement stands at 14. The number of unique standard cell types used by synthesis stands at 23. Counting flops and latches in the post-synthesis netlist gives 12. Per report_power, the sequential group accounts for between 40% and 50% of the total. The mapped cell area stands at 578 um^2.

The wire-length estimate of the detail-placed layout is around 900 um. The average instance in the mapped netlist occupies 11.6 um^2. The instance tally after logic synthesis stands at about 50. The chip occupies about 0.0064 mm^2. Between the synthesized netlist and the finished layout, the area growth was recorded as 40.5%. The final weighted congestion in routability-driven placement stands at roughly 0.66. In this run the core area contains 21 standard-cell rows. The post-CTS setup buffer count stands at 0. After synthesis, the design contains 50 cells according to Yosys. The post-detailed-routing wire length stands at 1150 um. The initial DRC count stands at 74. Note that the worst hold path type here is in2async.

The count of antenna diodes in the layout stands at 0. The number of gates resized after CTS stands at 0. dfrtp_1 takes more of the synthesized area than any other cell. The clock period minus worst slack stands at ~1.7 ns. In this build the clock could be raised as far as roughly 580 MHz. The horizontal die dimension stands at about 80 um. The first global-routing pass estimated 1960 um of wire. The clock network power share stands at between 15 and 20%. The overall routing resource usage stands at 3.70%. The slowest stage of the critical path belongs to the cell clkdlybuf4s50_1.
## per-stage QoR
step                      worst slack [ns]  hold slack [ns]  total power [W]  std cells  area (um^2)
final                                0.489            0.517         0.000846        114          812
after global routing                 0.430            0.547         0.000917        114          812
after CTS                            0.471            0.533         0.000867        114          812
after detailed placement             0.735            0.542         0.000695        110          776
after global placement               0.778            0.525         0.000686        110          776
after floorplan                      0.980            0.144         0.000503         50          578
## final timing paths
path,startpoint,slack (ns),cells past startpoint,end
max,Counter2.Cout[0],0.49,1,Co10[0]
min,nReset,0.52,1,Counter3.Cout[2]
max reg2reg,Counter2.Cout[1],0.90,3,Counter3.Cout[1]
min reg2reg,Counter3.Cout[2],0.55,1,Counter3.Cout[2]
max in group asynchronous,nReset,1.34,1,Counter2.Cout[0]
min in group clk0,Counter3.Cout[2],0.55,1,Counter3.Cout[2]
## layer usage
metal / up-vias / share of wire (%) / track usage, %
li1: 219 / - / -
met1: 203 / 42 / 4.53
met2: 12 / 49 / 5.70
met3: 0 / 8.5 / 1.93
met4: 0 / 0 / 0.704
met5: - / 0 / 0
## cell usage after synthesis
| cell | n |
|---|---|
| dfrtp_1 | 12 |
| nand3_1 | 4 |
| nor2b_1 | 4 |
| xnor2_1 | 3 |
| xor2_1 | 3 |
| a21o_1 | 2 |
| a21oi_1 | 2 |
| a31o_1 | 2 |
| inv_1 | 2 |
| nand2_1 | 2 |
| o21ai_0 | 2 |
| a22o_1 | 1 |
| a32o_1 | 1 |
| and4b_1 | 1 |
| and4b_2 | 1 |
| and4bb_2 | 1 |
| and4bb_4 | 1 |
| mux2_4 | 1 |
| nand2_2 | 1 |
| nand2b_1 | 1 |
| nor2_1 | 1 |
| nor3_1 | 1 |
| o211ai_1 | 1 |
## final cells by class
class,instances,area (um^2)
Timing Repair Buffer,14,140
Tap cell,46,57.6
Sequential cell,12,300
Multi-Input combinational cell,36,270
Inverter,2,7.51
Fill cell,381,2600
Clock buffer,4,36.3
## power groups by stage
stage	combinational [W]	clock [W]	sequential (W)
after CTS	0.000288	0.000176	0.000404
after global routing	0.000309	0.000185	0.000423
final	0.000276	0.000168	0.000402
## sequential cells by signal, summed over array words and instances, names as in the netlist
name / cells
Counter1.Cout: 4
Counter2.Cout: 4
Counter3.Cout: 4
## kinds of logic after synthesis
| kind of cell | count (synthesis) | synth area share [%] |
|---|---|---|
| flip-flops | 12 | 51.9 |
| AND/OR/NAND/NOR | 18 | 21.4 |
| multiplexers | 1 | 2.60 |
| AND-OR/OR-AND | 11 | 13.6 |
| buffers and inverters | 2 | 1.30 |
| XOR/XNOR | 6 | 9.09 |
Power and IR drop assume default switching activity.
